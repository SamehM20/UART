$ cat /design/flow/design.v
package defs;
    parameter Clock_freq = 50_000_000;
    parameter baud_1 = 1200;
    parameter baud_2 = 2400;
    parameter baud_3 = 4800;
    parameter baud_4 = 9600;
    parameter baud_tick_1 = Clock_freq / (baud_1*16);
    parameter baud_tick_2 = Clock_freq / (baud_2*16);
    parameter baud_tick_3 = Clock_freq / (baud_3*16);
    parameter baud_tick_4 = Clock_freq / (baud_4*16);
    parameter baud_calc = $clog2(baud_tick_1/2 + 1);     
    parameter SAMPLE_CONST = 16;
    parameter N = SAMPLE_CONST - 1;
    parameter MID_POINT = (SAMPLE_CONST/2) - 1;
    parameter count_bits = $clog2(N);
    function void notify_baud();
        $display("Working with a Clock freqency of: %d, and The slowest baud tick is every: %d clock cycles.", Clock_freq, baud_tick_1);
        $display("Baud_Tick value for %d: %d", baud_1, baud_tick_1);
        $display("Baud_Tick value for %d: %d", baud_2, baud_tick_2);
        $display("Baud_Tick value for %d: %d", baud_3, baud_tick_3);
        $display("Baud_Tick value for %d: %d", baud_4, baud_tick_4);
        $display("The required number of bits to represent the tick rate is: %d", baud_calc);
    endfunction
    function void notify_receiver();
        $display("Working with an Oversampling of: %d ticks, and The sampling point at tick number: %d ", SAMPLE_CONST, MID_POINT);
        $display("The required number of bits to represent the Sampling Counter: %d", count_bits);
    endfunction
endpackage
import defs::*;
module baud_gen (
    input  logic clk, reset_n,
    input  logic [1:0] bd_rate,
    output logic tick
);
logic [baud_calc-1:0] baud_freq;     
logic [baud_calc-1:0] baud_count;    
always_comb begin : selecting_baud_freq
    unique case (bd_rate)
        0:  baud_freq = baud_tick_1 /2;   
        1:  baud_freq = baud_tick_2 /2;   
        2:  baud_freq = baud_tick_3 /2;   
        3:  baud_freq = baud_tick_4 /2;   
    endcase
end
always_ff @(posedge clk or negedge reset_n) begin 
    if(!reset_n) begin 
        baud_count <= 0;
        tick <= 0;
    end
    else if (baud_count == baud_freq) begin
        baud_count <= 0;
        tick <= ~tick;
    end
    else
        baud_count++; 
end
endmodule
$ cat /design/flow/run.sh
#!/bin/bash
# OpenROAD 26Q1-2900-gdf79404cd8, Yosys 0.63+post, stock flow scripts
make -C /OpenROAD-flow-scripts/flow DESIGN_CONFIG=/design/flow/config.mk WORK_HOME=/design/flow/orfs finish
$ cat /design/flow/config.mk
export PLATFORM = sky130hd
export DESIGN_NAME = baud_gen
export DESIGN_NICKNAME = baud_gen
export VERILOG_FILES = /design/flow/design.v
export SDC_FILE = /design/flow/constraint.sdc
export NUM_CORES = 4
export LEC_CHECK = 1
export CORE_AREA = 10 10 77 77
export DIE_AREA = 0 0 87 87
$ cat /design/flow/constraint.sdc
current_design baud_gen

set clk_period 4.5
set clk_io_pct 0.2

create_clock -name clk0 -period $clk_period [get_ports {clk}]

set non_clock_inputs [all_inputs -no_clocks]
set_input_delay [expr $clk_period * $clk_io_pct] -clock clk0 $non_clock_inputs
set_output_delay [expr $clk_period * $clk_io_pct] -clock clk0 [all_outputs]
==> out/results.ini <==
[outcome]
outcome=complete, no violations

[yosys]
ys_area_um2=752
syn_inst=74
synth.distinct_cells=22
topCellsByArea=dfrtp_1, ha_1, xor2_1, nor2_1, xnor2_1
yosys_warnings=1
synth_flop_count=12
top_area_share_pct=39.9
synth_area_um2=752
syn_area_per_cell_um2=10.2
synth_top_cell_by_area=dfrtp_1
ys_seq_share_pct=39.9
ys_cells=74

[route]
antenna_cells=0
drt_iter0_drc=14
wirelength_mm=1.31
drt_pass1_iterations=4
detail-route-antenna-nets=0
wl_per_cell_um=9.95
drc=0
vias_per_cell=4.07
via_count=537

[critical_path]
cp-startpoint=bd_rate[0]
cp_max_fo=12
endpoint_kind=register
arrival_ns=3.04
critPathLaunchType=input pin
r2r_start=baud_count[2]
reg2reg_depth=4
worstPathRequired_ns=4.58
worstSetupPathType=input pin to register

[power]
combPwrFrac_pct=32.0
switchingPower_mw=0.182
power_density_nw_per_um2=548
vdd_ir_drop_max_v=0.000290
p_leak_nw=0.388
pwr-share-seq_pct=44.8
swShare_pct=36.9
clockPowerShare_pct=23.2
p_int_mw=0.310

[die]
core_area_um2=4350
fp-row-count=24
die_h_um=87
dieArea_um2=7570
die_x_um=87
io_pins=5
fp_util_pct=17.3

[final_layout]
instances_no_fill=132
postLayoutCoreUtil_pct=20.6
fin_area_um2=897
area_growth_pct=19.3
final_cell_mix=nor2_1, dfrtp_1, xor2_1
drive_gt1_share_pct=7.50
fillCellCount=438

[final_timing]
drv_slew=0
finalHoldViolCount=0
rsz0062_at_grt=no
finalSetupViolations=0
clock_skew_ns=0.000513
maxSlewHeadroom_pct=51.5
worst_pin_slew_ns=0.728
tns_ns=0
timing.final.crit_share_pct=65.9
timing.final.ws_setup_ns=1.54
period_needed_ns=2.96
fmax_mhz=337

[cts]
cts_hold_buf=0
cts_buffers=3
cts_resized=0
htreeDepth=1
postCtsSetupRepairBufs=0
cts_buffer_depth=2
cts_tree=built
path_clk_slew_ns=0.05
cts_root_buf=clkbuf_8
numClockSinks=12
clk_latency_ns=0.24

[job]
max_cap_viol_count=0
tool_warnings=30

[global_route]
grt_overflow=0
grt_pass1_vias=516
grt_max_degree=13
antenna_found_initial=0
grt_util_all_layers_pct=3.60
grt_pass1_wl_mm=2.29

[place]
dpl.hpwl_um=974
pre_cts_slack_ns=1.28
io_buffers=4
place.gp.congestion=0.831
place_inst=128
place_area_um2=842

[worst_hold_path]
hp-start=tick
min_path_cells=1
min_path_type=register to register

## kinds of logic after synthesis
group / count (synthesis) / share of synthesized area (%)
compound gates: 6 / 8.65
xor+xnor: 14 / 16.3
fa+ha+maj: 7 / 11.6
buf+inv: 4 / 2.99
flops: 12 / 39.9
simple gates: 31 / 20.5
## routing by layer
layer / part of all wire (%) / track usage (%) / routed length, um / up-vias
met4: 0.91 / 0.884 / 12 / 0
li1: - / - / - / 263
met1: 45 / 4.91 / 594 / 253
met3: 7.8 / 1.42 / 103 / 2
met2: 46 / 5.20 / 603 / 19
met5: 0 / 0 / 0 / -
## flip-flops by register name (all words and copies together) (netlist names)
signal,cells
tick,1
baud_count,11
## cell type report
class	count	area [um^2]	area share, %
Sequential cell	12	300	33.5
Clock buffer	4	55.1	6.14
Tap cell	52	65.1	7.25
Timing Repair Buffer	4	40.0	4.46
Multi-Input combinational cell	58	429	47.8
Inverter	2	7.51	0.837
## worst max-delay path, cell delays in order
cell and delay [ns]:
clkdlybuf4s50_1 0.53, inv_1 0.10, ha_1 0.27, nor4_2 0.28, o22ai_1 0.15, a2111oi_4 0.67
xor2_1 0.14
## path summary, 6_finish.rpt
| check | end | slack (ns) |
|---|---|---|
| max | tick | 1.54 |
| min | tick | 0.46 |
| max reg2reg | tick | 2.67 |
| min reg2reg | tick | 0.46 |
| max in group asynchronous | baud_count[1] | 3.15 |
| min in group asynchronous | baud_count[10] | 1.01 |
## power groups by stage
stage                 combinational, mW  sequential [mW]  clock, mW
after CTS                         0.160            0.221      0.116
after global routing              0.183            0.230      0.122
final                             0.157            0.220      0.114
## cell usage after synthesis
cell type  number
and3_1          2
nand2_1         4
a211o_1         1
nand3_1         3
dfrtp_1        12
nor2b_1         1
o22ai_1         1
ha_1            7
a2111oi_4       1
clkbuf_1        1
o21bai_1        1
nor2_1         12
inv_1           2
nand4_1         3
nor4_2          1
and4_1          1
xnor2_1         5
o21ai_1         1
o211a_1         1
xor2_1          9
nor3_1          4
buf_6           1
## through the flow
step                hold slack, ns  power, mW
floorplan                    0.420      0.334
global placement             0.462      0.374
detailed placement           0.459      0.379
CTS                          0.471      0.497
global route                 0.490      0.535
finish                       0.464      0.492
Power and IR drop assume default switching activity.
